### flow/design.v
`timescale 1 ns / 1 ps
module CLK_GEN 
	(
		ns,
		clk_out,
		clk,
		overflow,
		enable
	);
	parameter[63:0] CLK_FREQUENCY = 64'd420000000;
	parameter[63:0] SECOND = 64'd1000000000;
	parameter[63:0] UNIT = SECOND/CLK_FREQUENCY;
	parameter[63:0] RESOLUTION = 64;
	input wire [63:0] ns;
	output reg clk_out;
	input wire clk;
	input wire enable;
	output reg overflow;
	reg [63:0] nanoseconds;
	always @(posedge clk)
	begin
		if(enable) begin
			if(nanoseconds >= ns) begin
				clk_out <= ~clk_out;
				nanoseconds <= 0;
				overflow <= 1;
			end else begin
				overflow <= 0;
				nanoseconds <= nanoseconds+UNIT;
			end
		end else begin
			overflow <= 0;
			clk_out <= 0;
		end
	end
endmodule
`timescale 1 ns / 1 ps
module COUNTER (
		counter_max,
		counter_out,
		overflow,
		clk,
		reset
	);
	parameter RESOLUTION=64;
	input wire [RESOLUTION-1:0] counter_max;
	output reg [RESOLUTION-1:0] counter_out;
	output wire overflow;
	input wire clk;
	input wire reset;
	assign overflow = (counter_out == counter_max);
	reg _reset;
	always @(posedge (_reset^clk))
	begin
		if(~_reset) begin
			if (counter_out < counter_max)
				counter_out <= counter_out + 1;
		end else begin
			counter_out <= 0;
		end
	end
	always @(*) begin
		if(reset)
			_reset <= 1;
		else if(!counter_out)
			_reset <= 0;
	end
endmodule
`timescale 1 ns / 1 ps
module delay1 (
	clk,
	d,
	q
);
parameter RESOLUTION=1;
input wire clk;
input wire[RESOLUTION-1:0] d;
output reg[RESOLUTION-1:0] q;
always @ ( posedge clk)
	begin
		q <= d;
	end
endmodule
`timescale 1 ns / 1 ps
module main (
	TX,
	RX,
	pulse_in,
	pulse_out,
	pll_clk,
	clk,
	clki,
	integration_clk,
	leds
);
parameter SECOND = 1000000000;
parameter CLK_FREQUENCY = 15200000;
parameter PLL_FREQUENCY = 448000000;
parameter TICK_FREQUENCY = 448000000;
parameter BAUD_RATE = 57600;
parameter SHIFT = 1;
parameter DELAY_SIZE = 200;
parameter RESOLUTION = 16;
parameter NUM_INPUTS = 8;
parameter NUM_BASELINES = NUM_INPUTS*(NUM_INPUTS-1)/2;
parameter[63:0] UNIT = SECOND/TICK_FREQUENCY;
parameter CORRELATIONS_SIZE = NUM_BASELINES;
parameter PAYLOAD_SIZE = (CORRELATIONS_SIZE+NUM_INPUTS+NUM_INPUTS)*RESOLUTION;
parameter HEADER_SIZE = 64;
parameter PACKET_SIZE = HEADER_SIZE+PAYLOAD_SIZE;
parameter BAUD_TIME = (SECOND>>SHIFT)/BAUD_RATE;
parameter MAX_COUNT=(1<<RESOLUTION);
parameter TOTAL_NIBBLES=NUM_BASELINES*RESOLUTION/4;
output wire TX;
input wire RX;
input wire[NUM_INPUTS-1:0] pulse_in;
output reg[NUM_INPUTS-1:0] pulse_out;
input wire pll_clk;
input wire clki;
output wire clk;
output wire integration_clk;
output reg[31:0] leds;
wire [NUM_INPUTS-1:0] overflow;
wire clk_pulse;
wire [7:0] RXREG;
wire RXIF;
wire[PAYLOAD_SIZE-1:0] pulse_t;
reg[PACKET_SIZE-1:0] tx_data;
wire[NUM_INPUTS-1:0] delay_lines [0:DELAY_SIZE-1];
reg [15:0] delay [0:NUM_INPUTS-1];
wire uart_clk;
wire uart_clk_pulse;
reg transmit_enable = 0;
reg[3:0] index = 0;
reg[3:0] baud_rate = 0;
reg[3:0] clock_divider = 0;
CLK_GEN #(.CLK_FREQUENCY(PLL_FREQUENCY)) divider_block(
	UNIT<<clock_divider,
	clk,
	pll_clk,
	clk_pulse,
	1'b1
);
CLK_GEN #(.CLK_FREQUENCY(CLK_FREQUENCY)) data_clock_block(
	BAUD_TIME>>baud_rate,
	uart_clk,
	clki,
	uart_clk_pulse,
	1'b1
);
TX_WORD #(.SHIFT(SHIFT), .RESOLUTION(PACKET_SIZE)) tx_block(
	TX,
	tx_data,
	uart_clk_pulse,
	integration_clk,
	transmit_enable
);
wire reset_delayed;
delay1 reset_delay(clk, integration_clk, reset_delayed);
integer k;
always@(posedge integration_clk) begin
	pulse_out <= overflow;
	tx_data[0+:PAYLOAD_SIZE] <= pulse_t;
	tx_data[PAYLOAD_SIZE+:32] <= (TICK_FREQUENCY>>clock_divider);
	tx_data[PAYLOAD_SIZE+32+:12] <= DELAY_SIZE;
	tx_data[PAYLOAD_SIZE+32+12+:8] <= 1;
	tx_data[PAYLOAD_SIZE+32+12+8+:4] <= NUM_INPUTS-1;
	tx_data[PAYLOAD_SIZE+32+12+8+4+:8] <= RESOLUTION;
end
uart_rx #(.SHIFT(SHIFT)) rx_block(
	RX,
	RXREG,
	RXIF,
	uart_clk_pulse
);
parameter[3:0]
	CLEAR = 0,
	SET_INDEX = 1,
	SET_LEDS = 2,
	SET_BAUD_RATE = 3,
	SET_DELAY = 4,
	SET_FREQ_DIV = 8,
	ENABLE_CAPTURE = 13;
always@(posedge RXIF) begin
	if (RXREG[3:0] == CLEAR) begin
		delay[index] <= 0;
	end else if (RXREG[3:0] == ENABLE_CAPTURE) begin
		transmit_enable <= RXREG[4];
	end else if (RXREG[3:0] == SET_INDEX) begin
		index <= RXREG[7:4];
	end else if (RXREG[3:0] == SET_LEDS) begin
		leds[index*2+:2] <= RXREG[5:4];
	end else if (RXREG[3:0] == SET_BAUD_RATE) begin
		baud_rate <= RXREG[7:4];
	end else if (RXREG[2]) begin
		delay[index][(RXREG[4+:2]*4)+:4] <= RXREG[7:4];
	end else if (RXREG[3])  begin
		clock_divider <= RXREG[7:4]|(RXREG[2:0]<<4);
	end
end
assign delay_lines[0] = pulse_in;
generate
	genvar a;
	genvar b;
	genvar d;
	for(d=1; d<DELAY_SIZE; d=d+1) begin : delay_iteration_block
		delay1 #(.RESOLUTION(NUM_INPUTS)) delay_line(clk, delay_lines[d-1], delay_lines[d]);
	end
	for (a=0; a<NUM_INPUTS; a=a+1) begin : correlators_initial_block
		COUNTER #(.RESOLUTION(RESOLUTION)) counters_block (
			(1<<RESOLUTION)-1,
			pulse_t[RESOLUTION*(CORRELATIONS_SIZE+NUM_INPUTS+a)+:RESOLUTION],
			overflow[a],
			delay_lines[0][a],
			reset_delayed
		);
		COUNTER #(.RESOLUTION(RESOLUTION)) spectra_block (
			(1<<RESOLUTION)-1,
			pulse_t[RESOLUTION*(CORRELATIONS_SIZE+a)+:RESOLUTION],
			,
			delay_lines[0][a]&delay_lines[(delay[a]<DELAY_SIZE?delay[a]:(DELAY_SIZE-1))][a],
			reset_delayed
		);
		for (b=a+1; b<NUM_INPUTS; b=b+1) begin : correlators_block
			COUNTER #(.RESOLUTION(RESOLUTION)) counters_block (
				(1<<RESOLUTION)-1,
				pulse_t[(a*(NUM_INPUTS+NUM_INPUTS-a-1)/2+b-a-1)*RESOLUTION+:RESOLUTION],
				,
				delay_lines[(delay[a]<DELAY_SIZE?delay[a]:(DELAY_SIZE-1))][a]&delay_lines[(delay[b]<DELAY_SIZE?delay[b]:(DELAY_SIZE-1))][b],
				reset_delayed
			);
		end
	end
endgenerate
endmodule
`timescale 1 ns / 1 ps
module TX_WORD(
	TX,
	tx_data,
	clk,
	done,
	enable
	);
parameter SHIFT=4;
parameter RESOLUTION=32;
parameter TOTAL_NIBBLES=RESOLUTION/4;
output wire TX;
input wire [RESOLUTION-1:0] tx_data;
input wire enable;
output reg done;
input wire clk;
reg signed [31:0] tidx;
wire TXIF;
reg [7:0] TXREG;
uart_tx #(.SHIFT(SHIFT)) tx_block(
	TX,
	TXREG,
	TXIF,
	enable,
	clk
);
always@(posedge TXIF) begin
	if(tidx>=0) begin
		if(tx_data[tidx*4+:4] > 4'h9)
			TXREG <= 8'h3f + tx_data[tidx*4+:3];
		else
			TXREG <= 8'h30 + tx_data[tidx*4+:4];
		tidx <= tidx-1;
		done <= 0;
	end else begin
		TXREG <= 8'h0d;
		tidx <= TOTAL_NIBBLES-1;
		done <= 1;
	end
end
endmodule
`timescale 1 ns / 1 ps
module uart_rx(
	rx,
	dout,
	rx_done,
	clk
);
parameter SHIFT=0;
parameter WORD_WIDTH=8;
parameter STOP_BITS=1;
input wire rx;
output reg [WORD_WIDTH-1:0] dout;
output reg rx_done;
input wire clk;
reg [5+SHIFT:0] bit_count = (WORD_WIDTH+STOP_BITS)<<SHIFT;
always@(posedge clk) begin
	case(bit_count[SHIFT+:6])
		WORD_WIDTH+STOP_BITS:
		begin
			rx_done <= 1;
			if(!rx) begin
				bit_count <= 0;
				dout <= 0;
			end
		end
		WORD_WIDTH:
		begin
			rx_done <= 0;
			bit_count <= bit_count + 1;
		end
		default:
		begin
			rx_done <= 0;
			dout[bit_count[SHIFT+:6]] <= rx;
			bit_count <= bit_count + 1;
		end
	endcase
end
endmodule
`timescale 1 ns / 1 ps
module uart_tx(
	tx,
	din,
	tx_done,
	tx_start,
	clk
);
parameter SHIFT=0;
parameter WORD_WIDTH=8;
parameter STOP_BITS=1;
output reg tx;
input wire [WORD_WIDTH-1:0] din;
output reg tx_done;
input wire tx_start;
input wire clk;
reg [5+SHIFT:0] bit_count = (WORD_WIDTH+STOP_BITS)<<SHIFT;
always@(posedge clk) begin
	case(bit_count[SHIFT+:6])
		WORD_WIDTH+STOP_BITS:
		begin
			tx_done <= 0;
			if(tx_start) begin
				bit_count <= 0;
				tx <= 0;
			end else begin
				tx <= 1;
			end
		end
		WORD_WIDTH:
		begin
			tx_done <= 1;
			tx <= 1;
			bit_count <= bit_count+1;
		end
		default:
		begin
			tx_done <= 0;
			tx <= din[bit_count[SHIFT+:6]];
			bit_count <= bit_count+1;
		end
	endcase
end
endmodule
### flow/run.sh
#!/bin/bash
# OpenROAD 26Q1-2900-gdf79404cd8, Yosys 0.63+post, stock flow scripts
make -C /OpenROAD-flow-scripts/flow DESIGN_CONFIG=/design/flow/config.mk WORK_HOME=/design/flow/orfs finish
### flow/config.mk
export PLATFORM = sky130hd
export DESIGN_NAME = main
export DESIGN_NICKNAME = main
export VERILOG_FILES = /design/flow/design.v
export SDC_FILE = /design/flow/constraint.sdc
export NUM_CORES = 4
export LEC_CHECK = 1
export CORE_UTILIZATION = 50
### flow/constraint.sdc
current_design main

set clk_period 27.7
set clk_io_pct 0.2

create_clock -name clk0 -period $clk_period [get_ports {clki}]
create_clock -name clk1 -period $clk_period [get_ports {pll_clk}]

set non_clock_inputs [all_inputs -no_clocks]
set_input_delay [expr $clk_period * $clk_io_pct] -clock clk0 $non_clock_inputs
set_output_delay [expr $clk_period * $clk_io_pct] -clock clk0 [all_outputs]
==> results.tsv <==
metric	value	unit
status	complete, no violations	
reg2reg_from	divider_block.nanoseconds[1]	
cp_data_arrival_time	1.23	ns
grtUsageTotal	0.235	
area_growth	4.38	%
setup_slack	20.93	ns
hp-start	data_clock_block.nanoseconds[0]	
hold_viol	0	
cp.required	22.16	ns
ctsResizeCount	0	
p_leak	43.5	nW
fp_util	0.505	
min_to	data_clock_block.nanoseconds[0]	
path_clk_slew	0.05	ns
drtIter0Drc	5310	
drc	0	
grt_use_met2	0.336	
ios	54	
grt_overflow	0	
final_common_cell	dfxtp_1	
grt_pass1_wl	408000	um
synth-warning-count	46	
untimed_endpoints	3493	
holdCritPathClass	register to register	
worst_setup_path_start_kind	register	
dp_hpwl	192000	um
grt_max_degree	219	
worstSetupPathType	register to output pin	
tightestPinTransition	0.992	ns
gp_congestion	0.959	
r2r_slack	24.80	ns
fin_skew	0.00388	ns
chip_area	230000	um2
ff2ff_path_depth	12	
grt_pass1_vias	68400	
ys_area	114000	um2
warning_count	116	
critical_path_depth	1	
ctsHoldBuffers	0	
timing.setup.tns	0	ns
die_width	479	um
core.rowCount	174	
antenna_left	0	
slew_headroom	0.332	
syn-mean-instance-area	11.2	um2
place_ws	21.20	ns
routed_wl	257000	um
ys_types	108	
vias_per_cell	5.57	
antenna_found_initial	5	
dr.pass1.iters	8	
unclocked_pins	3296	
crit_fanout	2	
cp_num_buf_inv	1	
p_total	0.000443	W
syn_inst	10100	
cts_tree	built	
drv_slew	0	
met3_usage	0.0319	
min_path_cells	1	
syn-cell-area	114000	um2
synthArstFlopShare	0	
die_h	479	um
finalSetupViolCount	0	
flop_cell	dfxtp_1	
core_area	226000	um2
final_cell_mix	3,201 x dfxtp_1, 927 x nor2_1, 581 x nand3_1, 507 x nand2_1, 339 x xor2_1	
grt_setup_unrepaired	no	
vias	72700	
crit_family	buffers and inverters	
path_cells	clkdlybuf4s50_1	
final_util	0.527	
ir_drop	77.7	uV
setup.worst_path.end_class	output pin	
max_stage_delay	0.56	ns
post-cts-setup-buffer-count	0	
synth_flops	3425	
grt_use_met1	0.417	
grt.busiest_layer	met1	
layout-drive-gt1-share	0.0617	
portBuffers	52	
wl_per_cell	19.7	um
yosys_cells	10100	
edf_count	172	
cap_violations	0	
cellPowerDensity	3.73	nW/um2
r2r_end	divider_block.nanoseconds[2]	
critPathSlowestCell	clkdlybuf4s50_1	
## cell usage after synthesis (all sizes together), types with 51 or more instances
cell type / instances / area [um2]
a21oi: 307 / 1540
a22oi: 89 / 668
a31oi: 69 / 432
a32oi: 62 / 543
a41oi: 58 / 508
and2: 66 / 413
and3: 188 / 1180
buf: 133 / 661
clkbuf: 332 / 1250
dfxtp: 3209 / 64200
edfxtp: 172 / 5160
ha: 139 / 1740
inv: 168 / 631
mux2: 52 / 586
mux2i: 151 / 1520
mux4: 192 / 4320
nand2: 507 / 1900
nand2b: 70 / 445
nand3: 581 / 2910
nand4: 236 / 1480
nor2: 931 / 3500
nor2b: 149 / 932
nor3: 271 / 1400
nor4: 279 / 1910
nor4b: 57 / 512
o21ai: 272 / 1370
or2: 63 / 394
or3: 51 / 319
xnor2: 229 / 2010
xor2: 339 / 2970
## worst max-delay path by stage
stage	startpoint	end	slack, ns
final	divider_block.clk_out	clk	20.93
after global routing	divider_block.clk_out	clk	20.84
after CTS	divider_block.clk_out	clk	20.83
## layout make-up
cell class              count  area [um2]
clock buffers              18         450
clock inverters            14         173
multi-input cells        6184       41700
repair buffers            250        2030
flip-flops and latches   3425       70100
fillers                 19300      107000
inverters                 169         634
well taps                2992        3740
diodes                      2        5.00
## per-layer routing
layer	vias to the layer above	routed length, um
met5	-	0
met4	0	2720
met3	169	14100
met2	1799	111000
met1	34900	129000
li1	35900	-
## per-stage QoR
stage	cells	cell area [um2]	hold slack, ns
after floorplan	10200	114000	0.437
after global placement	13000	118000	0.472
after detailed placement	13000	118000	0.475
after CTS	13100	119000	0.488
after global routing	13100	119000	0.502
final	13100	119000	0.488
## power breakdown
part	internal [W]	switching, W	total [W]
combinational	0.00000297	0.00000800	0.0000110
clock	0.000149	0.0000781	0.000227
sequential	0.000203	0.00000193	0.000205
total	0.000355	0.0000881	0.000443
## cells by family (layout without fill, tap and decap cells)
| group | after synthesis | in the layout | share of synthesized area |
|---|---|---|---|
| AND/OR/NAND/NOR | 3620 | 3620 | 0.165 |
| XOR/XNOR | 568 | 568 | 0.0437 |
| other | 1 | 113 | 0.0000329 |
| AND-OR/OR-AND | 1347 | 1347 | 0.0815 |
| latches | 44 | 44 | 0.00580 |
| adder cells (fa/ha/maj) | 143 | 143 | 0.0156 |
| multiplexers | 395 | 395 | 0.0565 |
| buffers and inverters | 634 | 451 | 0.0223 |
| flip-flops | 3381 | 3381 | 0.609 |
No activity file was given, so power comes from the tool's default toggle rates.
