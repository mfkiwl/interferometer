==> config.mk <==
export PLATFORM = sky130hd
export DESIGN_NAME = HSP17
export DESIGN_NICKNAME = HSP17
export VERILOG_FILES = /design/flow/design.v
export SDC_FILE = /design/flow/constraint.sdc
export NUM_CORES = 4
export LEC_CHECK = 1
export CORE_AREA = 10 10 112 112
export DIE_AREA = 0 0 122 122
==> constraint.sdc <==
current_design HSP17

set clk_period 3.9
set clk_io_pct 0.2

create_clock -name clk0 -period $clk_period [get_ports {clk}]

set non_clock_inputs [all_inputs -no_clocks]
set_input_delay [expr $clk_period * $clk_io_pct] -clock clk0 $non_clock_inputs
set_output_delay [expr $clk_period * $clk_io_pct] -clock clk0 [all_outputs]
==> design.v <==
`timescale 1 ns / 1 ps
module ADC (
	comparator_in,
	out,
	clk,
	underflow,
	overflow,
	enable
);
	parameter RESOLUTION = 10;
	input wire comparator_in;
	output reg[RESOLUTION-1:0] out;
	input wire clk;
	output reg underflow;
	output reg overflow;
	input wire enable;
	always @ (negedge clk) begin
		if(enable) begin
			if(comparator_in) begin
				if(out>0) begin
					out <= out-1;
					underflow <= 0;
					overflow <= 0;
				end else begin
					underflow <= 1;
					overflow <= 0;
				end 
			end else begin
				if(out<(1<<RESOLUTION)-1) begin
					out <= out+1;
					underflow <= 0;
					overflow <= 0;
				end else begin
					underflow <= 0;
					overflow <= 1;
				end 
			end
		end
	end
endmodule
module HSP17 (
	comparator_in,
	out,
	clk,
	underflow,
	overflow,
	enable
);
parameter RESOLUTION = 24;
parameter CLK_FREQUENCY = 50000000;
output wire [RESOLUTION-1:0] out;
input wire comparator_in;
input wire clk;
output wire underflow;
output wire overflow;
input wire enable;
ADC #(.RESOLUTION(RESOLUTION)) adc_block(
	comparator_in,
	out,
	clk,
	underflow,
	overflow,
	enable
);
endmodule
==> run.sh <==
#!/bin/bash
# OpenROAD 26Q1-2900-gdf79404cd8, Yosys 0.63+post, stock flow scripts
make -C /OpenROAD-flow-scripts/flow DESIGN_CONFIG=/design/flow/config.mk WORK_HOME=/design/flow/orfs finish
==> flow_metrics.py <==
# Metrics from the implementation run
metrics = {
    "run_status": {
        "outcome": "finished, violations left",
        "violations": "negative setup slack",
    },
    "synthesis": {
        "synth_seq_share": 0.371,
        "ys_cells": 217,
        "edf_count": 26,
        "yosysTopAreaCell": "edfxtp_1",
        "top_area_frac": 0.371,
        "ys.flop_type": "edfxtp_1",
        "synth.distinct_cells": 45,
        "synthCells": 217,
        "syn_area_per_cell_um2": 9.69,
        "yosys_warnings": 1,
        "ys_ff": 26,
        "yosysChipArea_um2": 2100,
        "syn-cell-area_um2": 2100,
        "synthArstFlopShare": 0,
        "topCellsByArea": "edfxtp_1 37%, ha_1 13%, xnor2_1 7.1%",
    },
    "drt": {
        "postRouteAntennaNets": 0,
        "vias_per_cell": 4.37,
        "drc_errors": 0,
        "num_vias": 2301,
        "drt_iter0_markers": 79,
        "dr.pass1.iters": 4,
        "antenna_cells": 0,
        "wl_um": 6840,
        "wl_per_cell_um": 13.0,
    },
    "setup_path": {
        "slowest_stage": "or3_4",
        "worstPathArrival_ps": 2630,
        "critical-path-max-stage-delay_ps": 380,
        "crit_type": "in -> reg",
        "r2r_cells": 10,
        "crit_required_ps": 2050,
        "crit_fanout": 7,
        "startpoint_type": "input port",
        "critPathCaptureType": "flop",
        "crit_chain": "buf_12 > buf_8 > ha_2 > nand3_2 > nor2_2 > buf_4 > nor2_4 > or3_4 > nor4bb_2 > nor3_2 > xor2_1",
    },
    "final_timing": {
        "final.setup.tns_ps": -7720,
        "maxSlewViolCount": 0,
        "finClkSkew_ps": 18.3,
        "worstMarginPinSlew_ps": 453,
        "setup_viol": 19,
        "finalWorstSetupSlack_ps": -584,
        "hold_violations": 0,
        "worst_slew_margin_rel": 0.695,
        "rsz0062_at_grt": "true",
    },
    "clock_tree": {
        "cts_tree": "built",
        "clock-root-buffer": "clkbuf_8",
        "clock_path_buffers": 2,
        "cts_buffers": 3,
        "clock_latency_ps": 360,
        "htreeDepth": 1,
        "clk_pin_slew_ps": 40,
        "clock_sinks": 26,
    },
    "finish": {
        "drive_above_1_share": 0.495,
        "syn2layout_area_growth_pct": 94.4,
        "post-route-util": 0.400,
        "final_cells": 526,
    },
    "pwr": {
        "power_density_nw_per_um2": 838,
        "power.total_mw": 3.43,
        "leakage_nw": 1.79,
        "peakVddDrop_v": 0.000287,
    },
    "grt": {
        "grt_pass1_wl_um": 11300,
        "grt_usage": 0.0924,
        "grt_max_degree": 25,
        "grt.overflow.total": 0,
        "first_global_vias": 2354,
        "antenna_found_initial": 0,
    },
    "worst_hold_path": {
        "min_path_cells": 2,
        "min_path_type": "reg -> reg",
    },
    "floorplan": {
        "die_h_um": 122,
        "die_w_um": 122,
        "num_rows": 37,
        "fp_util": 0.206,
        "die-area_um2": 14900,
        "coreArea_um2": 10200,
        "io_pins": 29,
    },
    "job": {
        "warning_count": 54,
        "cap_viol_max_count": 0,
    },
    "place": {
        "io_buffers": 28,
        "dp_slack_ps": -1120,
        "place_congestion": 0.872,
        "dp_hpwl_um": 5060,
        "dp_cells": 461,
    },
}
[per-stage QoR]
step	hold WS [ps]	cell area (um2)
global placement	685	3380
floorplan	613	2330
CTS	706	3870
finish	703	4090
global route	726	4090
detailed placement	697	3380
[what timing repair did]
| action | CTS | global route |
|---|---|---|
| buffers inserted | 29 | 8 |
| pin swaps | 15 | 22 |
| setup endpoints to repair | 42 | 23 |
| hold buffers | 0 | 0 |
| hold endpoints to repair | 0 | 0 |
| gates resized | 49 | 38 |
[final timing paths]
kind | startpoint | end | slack, ps
setup / recovery | comparator_in | adc_block.out[21] | -580
hold / removal | adc_block.out[0] | adc_block.out[0] | 700
setup reg to reg | adc_block.out[1] | adc_block.out[22] | 1390
hold reg to reg | adc_block.out[0] | adc_block.out[0] | 700
[placed cells by master, fill, tap and decap left out, types with 4 or more instances in the layout]
master	n
inv_1	33
dlygate4sd2_1	20
edfxtp_1	26
nand4_1	7
ha_4	9
dlymetal6s2s_1	4
a31oi_1	4
a21oi_2	8
nand2_1	8
nor2_1	10
a21o_1	6
nand3_1	7
o21ai_0	4
nand2_2	4
o21ai_2	4
nor4_1	4
ha_1	10
buf_4	110
o21a_1	4
nor3_1	4
nor2b_1	4
xor2_1	4
a21oi_1	8
xnor2_1	16
buf_6	7
[layer usage]
layer / part of all wire / GRT usage / vias up
li1: - / - / 1181
met1: 0.47 / 0.125 / 1070
met2: 0.46 / 0.145 / 40
met3: 0.053 / 0.0249 / 10
met4: 0.017 / 0.0224 / 0
met5: 0 / 0 / -
[final cells by class]
type                    count  area (um2)
repair buffers            148        1230
fillers                   924        6140
clock inverters            27         103
inverters                   9        46.3
clock buffers               3        41.3
well taps                 136         170
multi-input cells         177        1710
flip-flops and latches     26         781
[kinds of logic after synthesis]
group | count (synthesis) | synth area share
adder cells (fa/ha/maj) | 23 | 0.140
buffers and inverters | 14 | 0.0280
XOR/XNOR | 21 | 0.0874
flip-flops | 26 | 0.371
AND/OR/NAND/NOR | 74 | 0.187
AND-OR/OR-AND | 58 | 0.181
multiplexers | 1 | 0.00476
[cells in the mapped netlist (all sizes together), types with 2 or more instances]
| master | instances |
|---|---|
| clkbuf | 2 |
| o31ai | 2 |
| o21ai | 9 |
| xor2 | 4 |
| nor2 | 14 |
| nor4b | 2 |
| and2 | 2 |
| nand2 | 13 |
| a21oi | 19 |
| o21a | 4 |
| nand3 | 12 |
| a31oi | 8 |
| nor3 | 6 |
| ha | 22 |
| nor4 | 5 |
| inv | 10 |
| nor2b | 5 |
| edfxtp | 26 |
| buf | 2 |
| o21bai | 2 |
| xnor2 | 17 |
| o211ai | 2 |
| nand4 | 7 |
| a21o | 6 |
[registers in the layout, indices dropped and copies added, names as in the netlist]
signal / cells
adc_block.overflow: 1
adc_block.underflow: 1
adc_block.out: 24
[worst max-delay path, delay by kind of cell]
family | cells | cell delay (ps)
XOR/XNOR | 1 | 80
adder cells (fa/ha/maj) | 1 | 370
buffers and inverters | 3 | 380
AND/OR/NAND/NOR | 6 | 1020
[power breakdown]
part	switching (mW)	internal, mW	leakage [nW]
clock	0.163	0.106	0.160
sequential	0.0601	0.518	0.256
combinational	1.13	1.45	1.37
total	1.35	2.08	1.79
No activity file was given, so power comes from the tool's default toggle rates.
